File: ./constraint.sdc
current_design ZigZag

set clk_period 11.5
set clk_io_pct 0.2

create_clock -name clk0 -period $clk_period [get_ports {i_clk}]

set non_clock_inputs [all_inputs -no_clocks]
set_input_delay [expr $clk_period * $clk_io_pct] -clock clk0 $non_clock_inputs
set_output_delay [expr $clk_period * $clk_io_pct] -clock clk0 [all_outputs]
File: ./config.mk
export PLATFORM = sky130hd
export DESIGN_NAME = ZigZag
export DESIGN_NICKNAME = ZigZag
export VERILOG_FILES = /design/flow/design.v
export SDC_FILE = /design/flow/constraint.sdc
export NUM_CORES = 4
export LEC_CHECK = 1
export CORE_UTILIZATION = 40
File: ./run.sh
#!/bin/bash
# OpenROAD 26Q1-2900-gdf79404cd8, Yosys 0.63+post, stock flow scripts
make -C /OpenROAD-flow-scripts/flow DESIGN_CONFIG=/design/flow/config.mk WORK_HOME=/design/flow/orfs finish
File: ./design.v
module ZigZag
#( parameter BW = 8 )
(  input [8*BW-1:0]  i_data,
   input	   i_enable,
   input 	   i_clk,
   input	   i_Reset,
   output reg [8*BW-1:0] o_data
);
  reg [4-1:0]  counter ;
  reg [8*BW-1:0] array [8-1:0];
  reg [8*BW-1:0] data_out;
  wire [8*BW-1:0] col [8-1:0];
  wire [3-1:0] index = counter[3-1:0] ;
  wire [8*BW-1:0] w_data;
  always@(posedge i_clk) 
  begin
      if(~i_Reset) 
      begin
        counter <= 4'b1111;
        o_data <= {BW{8'b0}}; 
      end
      else    
      begin
        o_data <= w_data ;
        if(i_enable) 
          counter <= counter + 4'b1;
        else 
        begin
        if(counter[3]==1'b1)
          counter <= counter + 4'b1;
   	    else    
     	    counter <= counter ;
   	    end
      end
  end
  always@(posedge i_clk) 
  begin
      if(~i_Reset) 
      begin
        array[7] <= {BW{8'b0}};
        array[6] <= {BW{8'b0}};
        array[5] <= {BW{8'b0}};
        array[4] <= {BW{8'b0}};
        array[3] <= {BW{8'b0}};
        array[2] <= {BW{8'b0}};
        array[1] <= {BW{8'b0}};
        array[0] <= {BW{8'b0}};
      end
      else    
      begin
        if(i_enable)
        begin
          array[index] <= i_data ;
        end
      end
  end
  assign col[0] = {{array[0][8*BW-1:7*BW]},{array[0][7*BW-1:6*BW]},{array[1][8*BW-1:7*BW]},{array[2][8*BW-1:7*BW]},{array[1][7*BW-1:6*BW]},{array[0][6*BW-1:5*BW]},{array[0][5*BW-1:4*BW]},{array[1][6*BW-1:5*BW]}} ; 
  assign col[1] = {{array[2][7*BW-1:6*BW]},{array[3][8*BW-1:7*BW]},{array[4][8*BW-1:7*BW]},{array[3][7*BW-1:6*BW]},{array[2][6*BW-1:5*BW]},{array[1][5*BW-1:4*BW]},{array[0][4*BW-1:3*BW]},{array[0][3*BW-1:2*BW]}} ; 
  assign col[2] = {{array[1][4*BW-1:3*BW]},{array[2][5*BW-1:4*BW]},{array[3][6*BW-1:5*BW]},{array[4][7*BW-1:6*BW]},{array[5][8*BW-1:7*BW]},{array[6][8*BW-1:7*BW]},{array[5][7*BW-1:6*BW]},{array[4][6*BW-1:5*BW]}} ; 
  assign col[3] = {{array[3][5*BW-1:4*BW]},{array[2][4*BW-1:3*BW]},{array[1][3*BW-1:2*BW]},{array[0][2*BW-1:1*BW]},{array[0][1*BW-1:0*BW]},{array[1][2*BW-1:1*BW]},{array[2][3*BW-1:2*BW]},{array[3][4*BW-1:3*BW]}} ; 
  assign col[4] = {{array[4][5*BW-1:4*BW]},{array[5][6*BW-1:5*BW]},{array[6][7*BW-1:6*BW]},{array[7][8*BW-1:7*BW]},{array[7][7*BW-1:6*BW]},{array[6][6*BW-1:5*BW]},{array[5][5*BW-1:4*BW]},{array[4][4*BW-1:3*BW]}} ; 
  assign col[5] = {{array[3][3*BW-1:2*BW]},{array[2][2*BW-1:1*BW]},{array[1][1*BW-1:0*BW]},{array[2][1*BW-1:0*BW]},{array[3][2*BW-1:1*BW]},{array[4][3*BW-1:2*BW]},{array[5][4*BW-1:3*BW]},{array[6][5*BW-1:4*BW]}} ; 
  assign col[6] = {{array[7][6*BW-1:5*BW]},{array[7][5*BW-1:4*BW]},{array[6][4*BW-1:3*BW]},{array[5][3*BW-1:2*BW]},{array[4][2*BW-1:1*BW]},{array[3][1*BW-1:0*BW]},{array[4][1*BW-1:0*BW]},{array[5][2*BW-1:1*BW]}} ; 
  assign col[7] = {{array[6][3*BW-1:2*BW]},{array[7][4*BW-1:3*BW]},{array[7][3*BW-1:2*BW]},{array[6][2*BW-1:0*BW]},{array[5][1*BW-1:0*BW]},{array[6][1*BW-1:0*BW]},{array[7][2*BW-1:1*BW]},{array[7][1*BW-1:0*BW]}} ;
  always@(*) 
  begin
    if(counter[3]==1'b1)
    begin
      data_out = col[index] ;
    end
    else
    begin
      data_out = {BW{8'b0}}; 
    end
  end
  assign w_data = data_out ; 
endmodule
==> impl_metrics.py <==
# Physical implementation metrics
metrics = {
    "final_timing": {
        "slew_headroom_pct": 40.04,
        "rsz0062_at_grt": "false",
        "skew_ns": 0.01359,
        "max_freq_mhz": 197.0,
        "setup-violations-final": 0,
        "fin_tns_setup_ns": 0,
        "worst_hold_slack_ns": 0.5389,
        "slew_violations": 0,
        "hold_violations": 0,
        "worst_slack_ns": 6.425,
        "period_used_pct": 44.13,
        "tightest_slew_ns": 0.8961,
        "min_period_ns": 5.075,
    },
    "run": {
        "drv_cap": 0,
        "warnings": 29,
    },
    "final_layout": {
        "fill_cells": 4842,
        "area_delta_synth_final_pct": 17.51,
        "layout-drive-gt1-share_pct": 9.182,
        "utilization_pct": 47.61,
    },
    "worst_setup_path": {
        "max_stage_delay_ns": 0.62,
        "cp.buffers_inverters": 4,
        "cp-start-kind": "input pin",
        "crit_chain": "clkdlybuf4s50_1 -> buf_4 -> nand3_4 -> nor3_4 -> buf_4 -> nand2b_4 -> buf_4",
        "cp-end-kind": "flip-flop",
        "required_ns": 11.75,
        "cp_max_fo": 65,
        "criticalPathCategory": "input pin to flip-flop",
        "arrival_ns": 5.33,
        "crit_cells": 7,
        "cp_slowest_cell": "buf_4",
        "cp_common_cell": "buf_4",
        "reg2reg_depth": 6,
        "path_delay_family": "buffers and inverters",
    },
    "grt": {
        "grt_pass1_vias": 15420,
        "grt_max_degree": 66,
        "grt_pass1_wl_mm": 108.1,
        "overflow": 0,
        "grt_usage_pct": 27.43,
        "antenna_found_initial": 0,
    },
    "pwr": {
        "p_leak_nw": 9.834,
        "ir_drop_v": 0.0001335,
        "power.density_mw_per_mm2": 214.4,
        "total_power_mw": 5.900,
    },
    "die": {
        "pin_count": 131,
        "rows": 88,
        "die_h_microns": 244.0,
        "core-area_sq_mm": 0.05781,
        "die_area_sq_mm": 0.05952,
        "die_width_microns": 244.0,
        "initCoreUtil_pct": 40.51,
    },
    "synthesis": {
        "synth_top_area_share_pct": 64.63,
        "synth_cell_types": 39,
        "syn_avg_cell_area_sq_um": 14.23,
        "yosysWarnings": 1,
        "syn_area_sq_mm": 0.02342,
        "ys_cells": 1646,
        "yosysTopAreaCell": "edfxtp_1",
        "syn_inst": 1646,
        "yosysMostFrequentCell": "and2_1",
        "ys_async_sr_fraction_pct": 0,
        "yosys-top-cells-count": "and2_1, edfxtp_1, a22oi_1",
        "synth-seq-cells": 572,
        "top_cells_by_area": "edfxtp_1, and2_1, dfxtp_1",
        "yosysChipArea_sq_mm": 0.02342,
        "synth-edff-count": 504,
        "ff_type": "edfxtp_1",
        "ys_seq_share_pct": 70.44,
    },
    "detailed_routing": {
        "post_drt_wl_per_cell_microns": 29.35,
        "drt_wl_total_mm": 75.24,
        "avgViaCountPerCell": 5.744,
        "drtIter0Drc": 1100,
        "ant_nets": 0,
        "drcViolationCount": 0,
        "first_pass_iters": 6,
        "num_vias": 14720,
    },
    "worst_hold_path": {
        "whs_path_depth": 2,
        "min_path_type": "flip-flop to flip-flop",
    },
    "clocking": {
        "clock_latency_ns": 0.62,
        "cts-resized-gates": 0,
        "cts_root_buffer": "clkbuf_16",
        "cts_buffers": 59,
        "clk_pin_slew_ns": 0.06,
        "cts_tree": "done",
        "ctsHoldBuffers": 0,
        "cts_setup_buffers": 0,
        "htreeDepth": 2,
        "numClockSinks": 572,
        "clockBufferDepth": 3,
    },
    "place": {
        "dpl.hpwl_mm": 41.93,
        "numPortBuffers": 130,
        "routabilityCongestion": 0.8551,
        "place_ws_ns": 5.757,
    },
    "run_status": {
        "status": "finished clean",
    },
}
## cell usage in the layout (no fill, tap or decap), types with 7 or more instances in the layout
master / instances
clkbuf_1: 18
clkdlybuf4s50_1: 130
clkbuf_16: 61
dfxtp_1: 67
clkinv_2: 10
a21oi_1: 53
a31oi_1: 20
edfxtp_1: 504
clkbuf_8: 10
a222oi_1: 67
buf_4: 38
nand2_1: 16
a22o_1: 46
o21ai_0: 68
and2_1: 507
a221oi_1: 8
a21o_1: 7
nor2_4: 8
a22oi_1: 89
## per-layer routing
layer  vias to the layer above  share of wire [%]  global-route usage [%]
met3                       136                 12                   13.89
li1                       6401                  -                       -
met2                       890                 47                   41.47
met1                      7296                 37                   36.74
met4                         0                3.2                   7.629
met5                         -                  0                  0.3268
## logic make-up after synthesis
logic type                 after synthesis  share of synthesized area, %
muxes                                    3                        0.1442
AOI/OAI and AO/OA                      379                         11.81
and+or+nand+nor                        553                         14.81
buffers and inverters                  131                         2.388
DFF                                    572                         70.44
xor gates and xnor gates                 1                       0.03741
adders and majority gates                7                        0.3740
## per-stage QoR
step,cells,cell area [sq um]
floorplan,1646,23420
global placement,2451,25560
detailed placement,2451,25560
CTS,2562,27520
global route,2562,27520
finish,2563,27520
## power breakdown
group	switching (mW)	internal [mW]	total (mW)
logic	0.819	0.488	1.31
registers	0.133	2.52	2.66
clock network	0.808	1.13	1.93
## worst register-to-register path: cells and delay by family (launching register included)
| family | cells | cell delay (ns) |
|---|---|---|
| AOI/OAI and AO/OA | 2 | 0.70 |
| DFF | 1 | 0.66 |
| and+or+nand+nor | 1 | 0.76 |
| adders and majority gates | 1 | 0.39 |
| buffers and inverters | 2 | 1.02 |
## path summary, 6_finish.rpt
kind / start / endpoint / slack [ns]
max: i_Reset / array[0][6]$_SDFFCE_PN0P_ / 6.42
min: array[1][59]$_SDFFCE_PN0P_ / o_data[43]$_SDFF_PN0_ / 0.54
max reg2reg: counter[0]$_SDFFE_PN1P_ / o_data[50]$_SDFF_PN0_ / 7.78
min reg2reg: array[1][59]$_SDFFCE_PN0P_ / o_data[43]$_SDFF_PN0_ / 0.54
## state kept, by name, summed over array words and instances (netlist names)
signal / cells
array: 504
counter: 4
o_data: 64
## layout make-up
| cell class | instances | area, sq um | share of cell area, % |
|---|---|---|---|
| Clock inverter | 22 | 225.2 | 0.8184 |
| Tap cell | 765 | 957.2 | 3.478 |
| Multi-Input combinational cell | 943 | 6505 | 23.64 |
| Inverter | 3 | 11.26 | 0.04092 |
| Antenna cell | 1 | 2.502 | 0.009093 |
| Timing Repair Buffer | 168 | 1587 | 5.765 |
| Sequential cell | 572 | 16500 | 59.96 |
| Clock buffer | 89 | 1732 | 6.293 |
No activity file was given, so power comes from the tool's default toggle rates.
