$ cat design/flow/run.sh
#!/bin/bash
# OpenROAD 26Q1-2900-gdf79404cd8, Yosys 0.63+post, stock flow scripts
make -C /OpenROAD-flow-scripts/flow DESIGN_CONFIG=/design/flow/config.mk WORK_HOME=/design/flow/orfs finish
$ cat design/flow/config.mk
export PLATFORM = sky130hd
export DESIGN_NAME = TPmem2
export DESIGN_NICKNAME = TPmem2
export VERILOG_FILES = /design/flow/design.v
export SDC_FILE = /design/flow/constraint.sdc
export NUM_CORES = 4
export LEC_CHECK = 1
export CORE_UTILIZATION = 30
$ cat design/flow/constraint.sdc
current_design TPmem2

set clk_period 15.1
set clk_io_pct 0.2

create_clock -name clk0 -period $clk_period [get_ports {i_clk}]

set non_clock_inputs [all_inputs -no_clocks]
set_input_delay [expr $clk_period * $clk_io_pct] -clock clk0 $non_clock_inputs
set_output_delay [expr $clk_period * $clk_io_pct] -clock clk0 [all_outputs]
$ cat design/flow/design.v
module TPmem2
#( parameter BW = 10 )
(  input [8*BW-1:0]  i_data,
   input	   i_enable,
   input 	   i_clk,
   input	   i_Reset,
   output reg [8*BW-1:0] o_data
);
reg [4-1:0]  counter ;
reg [8*BW-1:0] array [8-1:0];
reg [8*BW-1:0] data_out;
wire [8*BW-1:0] col [8-1:0];
wire [3-1:0] index = counter[3-1:0] ;
wire [8*BW-1:0] w_data;
always@(posedge i_clk) begin
    if(~i_Reset) begin
    counter <= 4'b1111;
    o_data <= {BW{8'b0}}; 
    end
    else    begin
	o_data <= w_data ;
        if(i_enable) 
        counter <= counter + 4'b1;
        else begin    
            if(counter[3]==1'b1)
	    counter <= counter + 4'b1;
    	    else    
    	    counter <= counter ;
    	    end
    end
end
always@(posedge i_clk) begin
    if(~i_Reset) begin
	array[7] <= {BW{8'b0}};
	array[6] <= {BW{8'b0}};
	array[5] <= {BW{8'b0}};
	array[4] <= {BW{8'b0}};
	array[3] <= {BW{8'b0}};
	array[2] <= {BW{8'b0}};
	array[1] <= {BW{8'b0}};
	array[0] <= {BW{8'b0}};
    end
    else    begin
	if(i_enable) begin
	array[index] <= i_data ;
	end
    end
end
assign col[0] = {{array[0][8*BW-1:7*BW]},{array[1][8*BW-1:7*BW]},{array[2][8*BW-1:7*BW]},{array[3][8*BW-1:7*BW]},{array[4][8*BW-1:7*BW]},{array[5][8*BW-1:7*BW]},{array[6][8*BW-1:7*BW]},{array[7][8*BW-1:7*BW]}} ; 
assign col[1] = {{array[0][7*BW-1:6*BW]},{array[1][7*BW-1:6*BW]},{array[2][7*BW-1:6*BW]},{array[3][7*BW-1:6*BW]},{array[4][7*BW-1:6*BW]},{array[5][7*BW-1:6*BW]},{array[6][7*BW-1:6*BW]},{array[7][7*BW-1:6*BW]}} ; 
assign col[2] = {{array[0][6*BW-1:5*BW]},{array[1][6*BW-1:5*BW]},{array[2][6*BW-1:5*BW]},{array[3][6*BW-1:5*BW]},{array[4][6*BW-1:5*BW]},{array[5][6*BW-1:5*BW]},{array[6][6*BW-1:5*BW]},{array[7][6*BW-1:5*BW]}} ; 
assign col[3] = {{array[0][5*BW-1:4*BW]},{array[1][5*BW-1:4*BW]},{array[2][5*BW-1:4*BW]},{array[3][5*BW-1:4*BW]},{array[4][5*BW-1:4*BW]},{array[5][5*BW-1:4*BW]},{array[6][5*BW-1:4*BW]},{array[7][5*BW-1:4*BW]}} ; 
assign col[4] =  80'b0; 
assign col[5] =  80'b0; 
assign col[6] =  80'b0; 
assign col[7] =  80'b0; 
always@(*) begin
    if(counter[3]==1'b1) begin
    data_out = col[index] ;
    end
    else    begin
    data_out = {BW{8'b0}}; 
    end
end
assign w_data = data_out ; 
endmodule
==> results_dict.tcl <==
# flow metrics
set metrics [dict create \
    status "finished, final reports clean" \
    hp-start "array[3][70]" \
    cts-hold-fix-buffers 0 \
    max_stage_delay_ns 0.80 \
    hpwl_um 24600 \
    hold_end "o_data[40]" \
    synth_top_cell_by_count "and2_1" \
    critPathMaxFanout 43 \
    edf_count 320 \
    grt_max_degree 70 \
    final_cell_area_um2 19100 \
    fillers 4746 \
    synth.largest_area_cell "edfxtp_1" \
    portBuffers 122 \
    path_clk_slew_ns 0.06 \
    post_cts_resized 0 \
    vias 9232 \
    drtPass1Iterations 7 \
    drive_gt1_share_pct 9.47 \
    ys_cells 1098 \
    critPathKind "input pin to flop" \
    setup_violations 0 \
    tool_warnings 68 \
    fp.dieH_um 230 \
    yosys_warnings 1 \
    drc 0 \
    p_per_area_nw_per_um2 159 \
    ios 163 \
    ant_nets 0 \
    min_period_over_period_pct 35.0 \
    syn_area_um2 15600 \
    synth_seq_share_pct 72.2 \
    top_cells_by_count "and2_1, edfxtp_1, dfxtp_1, a21oi_1, a222oi_1" \
    rsz0062_at_grt "no" \
    grtUsageTotal_pct 17.3 \
    finalSetupTns_ns 0 \
    ys_top_cells_by_area "edfxtp_1, and2_1, dfxtp_1, a222oi_1, a21oi_1" \
    clock_skew_ns 0.0222 \
    cts_buffers 46 \
    cp-end-kind "flop" \
    hold_path.class "flop to flop" \
    wl_um 43200 \
    r2r_slack_ns 12.18 \
    worstSetupStartpointType "input pin" \
    grt_pass1_wl_um 61400 \
    clock.latency.late_pin_ns 0.57 \
    cts_tree "done" \
    synthToLayoutAreaGrowth_pct 22.3 \
    path_buffers 3 \
    cp_common_cell "buf_4" \
    core-area_um2 51400 \
    drt_iter0_drc 756 \
    vias_per_cell 4.77 \
    synth_cells 1098 \
    reg2reg_from "counter[0]" \
    ir_drop_mv 0.0907 \
    antenna_found_initial 3 \
    drv_slew 0 \
    clock.fmax_ghz 0.189 \
    drv_cap 0 \
    wire_per_inst_um 22.3 \
    std_cell_rows 83 \
    critPathTopFamily "buffers and inverters" \
    top_area_share_pct 61.4 \
    worstPathRequired_ns 15.51 \
    async_flop_share_pct 0 \
    rr_worst_depth 6 \
    place_area_um2 17600 \
    hold_slack_ns 0.519 \
    grt_pass1_vias 8998 \
    leakagePower_nw 6.73 \
    crit_path_start "i_Reset" \
    cts.sinks 404 \
    period_needed_ns 5.28 \
    hold_viol_final 0 \
    tightest_slew_ns 0.892 \
    numSynthFlops 404 \
    fp.dieArea_um2 53000 \
    final_util_pct 37.2 \
    syn_area_per_cell_um2 14.2 \
    cp_cell_sequence "clkdlybuf4s50_1, buf_4, and2_2, buf_4, o21ai_0, a21oi_1" \
    postCtsSetupBuffers 0 \
    fp.dieW_um 230 \
    fp_util_pct 30.4 \
    critPathSlowestCell "and2_2" \
    htreeDepth 2 \
    ys.flop_type "edfxtp_1" \
    crit_arrival_ns 5.69 \
    ys_area_um2 15600 \
    clockBufferDepth 3 \
    whs_path_depth 2 \
    yosys.cell_types.count 28 \
    overflow 0 \
    root_buffer "clkbuf_16" \
    place_congestion 0.818 \
    rr_endpoint "o_data[75]" \
    slew_headroom_pct 40.3 \
]
==> metal layers <==
metal	wire length [um]	share of wire, %	vias to the layer above	global-route usage [%]
met4	1160	2.7	0	4.64
met2	20100	47	456	26.4
met5	0	0	-	0
met3	6410	15	65	11.4
met1	15500	36	4388	20.1
li1	-	-	4323	-
==> power by group <==
group | switching (mW) | internal [mW]
Combinational | 0.310 | 0.212
Sequential | 0.0417 | 1.35
Clock | 0.446 | 0.678
Total | 0.798 | 2.24
==> area by class of cell <==
cell class / count / area (um2) / share of cell area [%]
Antenna cell: 8 / 20.0 / 0.105
Clock buffer: 65 / 1360 / 7.09
Clock inverter: 21 / 191 / 1.00
Inverter: 3 / 11.3 / 0.0589
Multi-Input combinational cell: 603 / 3970 / 20.8
Sequential cell: 404 / 11300 / 59.0
Tap cell: 680 / 851 / 4.45
Timing Repair Buffer: 150 / 1430 / 7.49
==> cells by family after synthesis <==
kind of cell / after synthesis / share of synthesized area [%]
xor+xnor: 1 / 0.0560
buf+inv: 91 / 3.04
compound gates: 247 / 10.5
fa+ha+maj: 5 / 0.400
simple gates: 348 / 13.7
flops: 404 / 72.2
mux: 2 / 0.144
==> worst register-to-register path: cells and delay by family, from the launching register on <==
family,cells,cell delay [ns]
adders and majority gates,1,0.26
buffers and inverters,2,1.01
AOI/OAI and AO/OA,2,0.58
and+or+nand+nor,1,0.44
DFF,1,0.51
==> through the flow <==
stage               total power [mW]  std cells  setup WS (ns)
finish                          3.03       1934           9.82
global route                    3.16       1930           9.60
CTS                             3.08       1926           9.83
detailed placement              1.94       1840           9.24
global placement                1.94       1840           9.28
floorplan                       1.68       1098           8.53
==> worst max path at each step <==
stage / end / slack [ns] / cells after the start
CTS: o_data[15] / 9.83 / 6
global route: o_data[19] / 9.60 / 6
finish: o_data[17] / 9.82 / 6
==> cell usage in the layout, fill, tap and decap left out, types with 2 or more instances in the layout <==
cell             instances
clkbuf_16               49
edfxtp_1               320
clkdlybuf4s50_1        122
nand3_1                  2
nor2_1                   4
dfxtp_1                 84
ha_1                     4
buf_4                   28
diode_2                  8
clkinv_4                 2
inv_1                    3
and2_1                 320
clkbuf_8                 7
clkbuf_1                 9
o21ai_0                 61
nor2_2                   3
a222oi_1                79
a21oi_1                 79
clkinv_1                 7
o21ai_4                  6
bufinv_16                3
nand2_1                  8
nor3_2                   2
nand2b_2                 2
clkinv_2                 6
o21ai_1                 20
mux2_2                   2
and2b_2                  2
nand2b_1                 2
==> sequential cells by signal, indices dropped and copies added, names as in the netlist <==
| name | cells |
|---|---|
| array | 320 |
| counter | 4 |
| o_data | 80 |
Power and IR drop assume default switching activity.
