## config.mk

```make
export PLATFORM = sky130hd
export DESIGN_NAME = TPmem
export DESIGN_NICKNAME = TPmem
export VERILOG_FILES = /design/flow/design.v
export SDC_FILE = /design/flow/constraint.sdc
export NUM_CORES = 4
export LEC_CHECK = 1
export CORE_UTILIZATION = 30
```

## constraint.sdc

```tcl
current_design TPmem

set clk_period 15.8
set clk_io_pct 0.2

create_clock -name clk0 -period $clk_period [get_ports {i_clk}]

set non_clock_inputs [all_inputs -no_clocks]
set_input_delay [expr $clk_period * $clk_io_pct] -clock clk0 $non_clock_inputs
set_output_delay [expr $clk_period * $clk_io_pct] -clock clk0 [all_outputs]
```

## design.v

```verilog
module TPmem
#( parameter BW = 8 )
(  input [8*BW-1:0]  i_data,
   input	   i_enable,
   input 	   i_clk,
   input	   i_Reset,
   output reg [8*BW-1:0] o_data,
   output reg	   o_en
);
reg [4-1:0]  counter ;
reg [8*BW-1:0] array [8-1:0];
reg [8*BW-1:0] data_out;
wire [8*BW-1:0] col [8-1:0];
wire [3-1:0] index = counter[3-1:0] ;
wire [8*BW-1:0] w_data;
wire	      w_en;
always@(posedge i_clk) begin
    if(~i_Reset) begin
    counter <= 4'b0;
    o_data <= {BW{8'b0}};
    o_en <= 1'b0; 
    end
    else    begin
	o_data <= w_data ;
	o_en <= w_en ;
        if(i_enable) 
        counter <= counter + 4'b1;
        else begin    
            if(counter[3]==1'b1)
	    counter <= counter + 4'b1;
    	    else    
    	    counter <= counter ;
    	    end
    end
end
always@(posedge i_clk) begin
    if(~i_Reset) begin
	array[7] <= {BW{8'b0}};
	array[6] <= {BW{8'b0}};
	array[5] <= {BW{8'b0}};
	array[4] <= {BW{8'b0}};
	array[3] <= {BW{8'b0}};
	array[2] <= {BW{8'b0}};
	array[1] <= {BW{8'b0}};
	array[0] <= {BW{8'b0}};
    end
    else    begin
	if(i_enable) begin
	array[index] <= i_data ;
	end
    end
end
assign col[0] = {{array[0][8*BW-1:7*BW]},{array[1][8*BW-1:7*BW]},{array[2][8*BW-1:7*BW]},{array[3][8*BW-1:7*BW]},{array[4][8*BW-1:7*BW]},{array[5][8*BW-1:7*BW]},{array[6][8*BW-1:7*BW]},{array[7][8*BW-1:7*BW]}} ; 
assign col[1] = {{array[0][7*BW-1:6*BW]},{array[1][7*BW-1:6*BW]},{array[2][7*BW-1:6*BW]},{array[3][7*BW-1:6*BW]},{array[4][7*BW-1:6*BW]},{array[5][7*BW-1:6*BW]},{array[6][7*BW-1:6*BW]},{array[7][7*BW-1:6*BW]}} ; 
assign col[2] = {{array[0][6*BW-1:5*BW]},{array[1][6*BW-1:5*BW]},{array[2][6*BW-1:5*BW]},{array[3][6*BW-1:5*BW]},{array[4][6*BW-1:5*BW]},{array[5][6*BW-1:5*BW]},{array[6][6*BW-1:5*BW]},{array[7][6*BW-1:5*BW]}} ; 
assign col[3] = {{array[0][5*BW-1:4*BW]},{array[1][5*BW-1:4*BW]},{array[2][5*BW-1:4*BW]},{array[3][5*BW-1:4*BW]},{array[4][5*BW-1:4*BW]},{array[5][5*BW-1:4*BW]},{array[6][5*BW-1:4*BW]},{array[7][5*BW-1:4*BW]}} ; 
assign col[4] = {{array[0][4*BW-1:3*BW]},{array[1][4*BW-1:3*BW]},{array[2][4*BW-1:3*BW]},{array[3][4*BW-1:3*BW]},{array[4][4*BW-1:3*BW]},{array[5][4*BW-1:3*BW]},{array[6][4*BW-1:3*BW]},{array[7][4*BW-1:3*BW]}} ; 
assign col[5] = {{array[0][3*BW-1:2*BW]},{array[1][3*BW-1:2*BW]},{array[2][3*BW-1:2*BW]},{array[3][3*BW-1:2*BW]},{array[4][3*BW-1:2*BW]},{array[5][3*BW-1:2*BW]},{array[6][3*BW-1:2*BW]},{array[7][3*BW-1:2*BW]}} ; 
assign col[6] = {{array[0][2*BW-1:1*BW]},{array[1][2*BW-1:1*BW]},{array[2][2*BW-1:1*BW]},{array[3][2*BW-1:1*BW]},{array[4][2*BW-1:1*BW]},{array[5][2*BW-1:1*BW]},{array[6][2*BW-1:1*BW]},{array[7][2*BW-1:1*BW]}} ; 
assign col[7] = {{array[0][1*BW-1:0*BW]},{array[1][1*BW-1:0*BW]},{array[2][1*BW-1:0*BW]},{array[3][1*BW-1:0*BW]},{array[4][1*BW-1:0*BW]},{array[5][1*BW-1:0*BW]},{array[6][1*BW-1:0*BW]},{array[7][1*BW-1:0*BW]}} ; 
always@(*) begin
    if(counter[3]==1'b1) begin
    data_out = col[index] ;
    end
    else    begin
    data_out = {BW{8'b0}}; 
    end
end
assign w_en = counter[3] ;
assign w_data = data_out ; 
endmodule
```

## run.sh

```bash
#!/bin/bash
# OpenROAD 26Q1-2900-gdf79404cd8, Yosys 0.63+post, stock flow scripts
make -C /OpenROAD-flow-scripts/flow DESIGN_CONFIG=/design/flow/config.mk WORK_HOME=/design/flow/orfs finish
```

==> impl_results.rst <==
Run summary
-----------

.. list-table::
   :header-rows: 1

   * - Metric
     - Value
   * - Run status
     - finished, final reports clean
   * - Largest net degree at the start of global routing
     - 66
   * - All-layer global routing usage
     - a little under a fifth
   * - Cell type of the slowest stage on the worst timing path
     - clkdlybuf4s50_1
   * - Net Switching
     - 0.000774 W
   * - Floorplan-stage core utilization
     - between 30% and 40%
   * - Via density
     - 5.00
   * - Post-route antenna net violation count
     - 0
   * - Minimum clock period
     - 5.61 ns
   * - Width of the die
     - around 290 um
   * - Setup slack, reg-to-reg
     - 12.42 ns
   * - Port Buf Inserts
     - 131
   * - Number of setup buffers added after CTS
     - 0
   * - Least-Margin Pin Slew
     - about 0.86 ns
   * - Total power density per cell area
     - roughly 120 mW/mm^2
   * - Data arrival time of the critical path
     - around 5.8 ns
   * - Clock buffers created by TritonCTS
     - 56
   * - Number of buffers on the longest clock path
     - 3
   * - Number of core rows
     - 103
   * - Final Max Slew Viols
     - 0
   * - Min-Delay Path Class
     - reg2reg
   * - Static leakage power
     - 10.0 nW
   * - RD Place Congestion
     - 0.852
   * - Largest incremental delay on the critical path
     - 0.82 ns
   * - Placeable core region
     - 0.0793 mm^2
   * - Overflow after GRT
     - 0
   * - Skew final
     - 0.0205 ns
   * - Internal Power
     - ~0.0026 W
   * - Top Layout Cells
     - and2_1, edfxtp_1, clkdlybuf4s50_1
   * - Htree depth
     - 2
   * - Count of mapped cells out of synthesis
     - 1728
   * - Detailed Place HPWL
     - 44800 um
   * - Post-synthesis async set-or-reset flop share
     - 0%
   * - Total power consumption of the routed design
     - 0.00339 W
   * - Startpoint type of the worst setup path
     - input port
   * - Crit end category
     - flip-flop
   * - Post-synth regs
     - 581
   * - Fraction of power consumed by sequential logic
     - between 50% and 60%
   * - Sequential area share after synthesis
     - 69.5%
   * - Clock tree from TritonCTS
     - done
   * - Count of cells resized by post-cts repair
     - 0
   * - Via total after detailed routing
     - 14600
   * - Largest fanout on the critical path
     - between 60 and 70
   * - Fill cells
     - 7326
   * - Number of synthesized flops with an enable pin
     - 512
   * - Initial antenna violation count
     - 10
   * - Vias in the first global route
     - 14800
   * - Count of distinct cell types in the synthesized netlist
     - 37
   * - Clock slew at reported path FFs
     - 0.06 ns
   * - Total Negative Setup Slacks
     - 0 ns
   * - Combinational power share
     - 7.9%
   * - Relative max-transition margin
     - between 40% and 50%
   * - Iteration tally of the first detailed-router pass
     - 5
   * - RSZ-0062 raised after global routing
     - no
   * - Most instantiated logic cell after routing
     - and2_1
   * - Clock Tree Root
     - clkbuf_16
   * - Yosys stat chip area
     - about 0.024 mm^2
   * - Portion of total power attributed to the clock network
     - 40.2%
   * - Die Y-Extent
     - 285 um
   * - Synthesized area per cell
     - about 14 um^2
   * - Setup violators final
     - 0
   * - Area of the die
     - a little over 0.08 mm^2
   * - Cell seen most often among critical-path stages
     - buf_4
   * - OpenROAD warning count
     - 30
   * - Buffers & Inverters on Critical Path
     - 3
   * - CTS sink count
     - 581
   * - Main flop type after synthesis
     - edfxtp_1
   * - First-pass GRT wire length
     - 103000 um
   * - Data required time at the worst endpoint
     - roughly 16 ns
   * - Yosys cell count
     - 1728
   * - Wire length reported by the detailed router
     - 72300 um
   * - Detail-routed net length per standard cell
     - ~25 um
   * - Ordered list of cells on the worst path
     - clkdlybuf4s50_1 -> nand3_4 -> nor3_4 -> buf_4 -> or2b_2 -> buf_4
   * - Final period util
     - 35.5%
   * - Max-cap violations
     - 0
   * - Mapped cell area
     - around 0.024 mm^2
   * - Area Overhead vs Synth
     - 17.5%
   * - Highest achievable clock rate
     - 178 MHz
   * - Number of buffers inserted by hold repair at cts
     - 0
   * - Kind of critical path
     - in2reg
   * - Top-Level Pins
     - 132
   * - Switching Fraction
     - 22.8%
   * - Final Hold Violation Tally
     - 0
   * - Iteration-0 DRC Markers
     - 1097
   * - Worst-case vdd ir drop
     - 88.0 uV
   * - Insertion delay of the later-clocked pin in the worst-skew pair
     - 0.61 ns
   * - Fraction of layout cells with a size suffix above 1
     - around 8.0%
   * - Cell family contributing the most delay on the critical path
     - buffers and inverters
   * - YS warnings
     - 1
   * - Drc violations
     - 0
## per-stage QoR
stage,instances,hold WS [ns],util [%],area (um^2),worst slack [ns]
4_1_cts,2917,0.531,35.7,28300,10.23
2_1_floorplan,1728,0.493,-,24100,7.37
6_report,2921,0.524,35.7,28300,10.19
3_5_place_dp,2814,0.518,33.4,26400,9.60
3_3_place_gp,2814,0.504,33.4,26400,9.68
5_1_grt,2921,0.555,35.7,28300,10.04
## final timing paths
kind	from	to	depth (start not counted)
hold reg to reg	array[6][57]$_SDFFCE_PN0P_	o_data[9]$_SDFF_PN0_	2
setup / recovery	i_enable	array[4][62]$_SDFFCE_PN0P_	6
setup reg to reg	counter[1]$_SDFFE_PN0P_	o_data[13]$_SDFF_PN0_	6
hold / removal	array[6][57]$_SDFFCE_PN0P_	o_data[9]$_SDFF_PN0_	2
## cells by family after synthesis
logic type | Yosys count | share of synthesized area [%]
buffers and inverters | 140 | 3.05
DFF | 581 | 69.5
and+or+nand+nor | 631 | 15.6
muxes | 1 | 0.0415
xor gates and xnor gates | 1 | 0.0363
AOI/OAI and AO/OA | 367 | 11.4
adders and majority gates | 7 | 0.363
## layer usage
layer | global-route usage (%) | wire (um)
met1 | 22.1 | 25600
met2 | 26.6 | 31600
met4 | 3.38 | 1500
met3 | 15.5 | 13500
met5 | 0.581 | 65
## cell usage after synthesis, types with 3 or more instances
master	count	area share, %
and2_1	517	13
edfxtp_1	512	64
nand2_1	94	1.5
o21ai_0	72	1.5
dfxtp_1	69	5.7
a22oi_1	66	2.1
a222oi_1	63	2.6
a22o_1	58	2.1
a31oi_1	58	1.5
clkbuf_1	57	0.89
a21o_1	35	1.1
clkbuf_2	35	0.73
buf_2	24	0.50
buf_6	17	0.79
ha_1	7	0.36
a21oi_1	6	0.12
a32o_1	6	0.25
nor2_4	6	0.28
inv_1	4	0.062
nand2b_1	3	0.078
## registers in the layout (all words and copies together), names as in the netlist
name     flops
array      512
counter      4
o_en         1
o_data      64
## worst register-to-register path: stages (launching register included)
cell and delay (ns):
dfxtp_1 0.88, ha_2 0.79, buf_4 0.49, buf_4 0.51
a22oi_1 0.20, a22o_1 0.27, a31oi_1 0.15
## layout make-up
type	instances	area (um^2)	share of cell area, %
well taps	1050	1310	4.64
flip-flops and latches	581	16800	59.2
clock inverters	17	213	0.751
diodes	4	10.0	0.0353
repair buffers	172	1620	5.72
inverters	4	15.0	0.0530
multi-input cells	1007	6730	23.8
clock buffers	86	1660	5.85
## power groups by stage
stage | clock network, W | registers (W) | logic, W
CTS | 0.00138 | 0.00176 | 0.000269
global route | 0.00143 | 0.00176 | 0.000287
finish | 0.00136 | 0.00176 | 0.000269
Power figures rest on the tool's default switching activity, not on a simulated workload.
