==> flow/design.v <==
module TPmem1
#( parameter BW = 9 )
(  input [8*BW-1:0]  i_data,
   input	   i_enable,
   input 	   i_clk,
   input	   i_Reset,
   output reg [8*BW-1:0] o_data
);
reg [4-1:0]  counter ;
reg [8*BW-1:0] array [8-1:0];
reg [8*BW-1:0] data_out;
wire [8*BW-1:0] col [8-1:0];
wire [3-1:0] index = counter[3-1:0] ;
wire [8*BW-1:0] w_data;
always@(posedge i_clk) begin
    if(~i_Reset) begin
    counter <= 4'b0;
    o_data <= {BW{8'b0}};
    end
    else    begin
	o_data <= w_data ;
        if(i_enable) 
        counter <= counter + 4'b1;
        else begin    
            if(counter[3]==1'b1)
	    counter <= counter + 4'b1;
    	    else    
    	    counter <= counter ;
    	    end
    end
end
always@(posedge i_clk) begin
    if(~i_Reset) begin
	array[7] <= {BW{8'b0}};
	array[6] <= {BW{8'b0}};
	array[5] <= {BW{8'b0}};
	array[4] <= {BW{8'b0}};
	array[3] <= {BW{8'b0}};
	array[2] <= {BW{8'b0}};
	array[1] <= {BW{8'b0}};
	array[0] <= {BW{8'b0}};
    end
    else    begin
	if(i_enable) begin
	array[index] <= i_data ;
	end
    end
end
assign col[0] = {{array[0][8*BW-1:7*BW]},{array[1][8*BW-1:7*BW]},{array[2][8*BW-1:7*BW]},{array[3][8*BW-1:7*BW]},{array[4][8*BW-1:7*BW]},{array[5][8*BW-1:7*BW]},{array[6][8*BW-1:7*BW]},{array[7][8*BW-1:7*BW]}} ; 
assign col[1] = {{array[0][7*BW-1:6*BW]},{array[1][7*BW-1:6*BW]},{array[2][7*BW-1:6*BW]},{array[3][7*BW-1:6*BW]},{array[4][7*BW-1:6*BW]},{array[5][7*BW-1:6*BW]},{array[6][7*BW-1:6*BW]},{array[7][7*BW-1:6*BW]}} ; 
assign col[2] = {{array[0][6*BW-1:5*BW]},{array[1][6*BW-1:5*BW]},{array[2][6*BW-1:5*BW]},{array[3][6*BW-1:5*BW]},{array[4][6*BW-1:5*BW]},{array[5][6*BW-1:5*BW]},{array[6][6*BW-1:5*BW]},{array[7][6*BW-1:5*BW]}} ; 
assign col[3] = {{array[0][5*BW-1:4*BW]},{array[1][5*BW-1:4*BW]},{array[2][5*BW-1:4*BW]},{array[3][5*BW-1:4*BW]},{array[4][5*BW-1:4*BW]},{array[5][5*BW-1:4*BW]},{array[6][5*BW-1:4*BW]},{array[7][5*BW-1:4*BW]}} ; 
assign col[4] = {{array[0][4*BW-1:3*BW]},{array[1][4*BW-1:3*BW]},{array[2][4*BW-1:3*BW]},{array[3][4*BW-1:3*BW]},{array[4][4*BW-1:3*BW]},{array[5][4*BW-1:3*BW]},{array[6][4*BW-1:3*BW]},{array[7][4*BW-1:3*BW]}} ; 
assign col[5] = {{array[0][3*BW-1:2*BW]},{array[1][3*BW-1:2*BW]},{array[2][3*BW-1:2*BW]},{array[3][3*BW-1:2*BW]},{array[4][3*BW-1:2*BW]},{array[5][3*BW-1:2*BW]},{array[6][3*BW-1:2*BW]},{array[7][3*BW-1:2*BW]}} ; 
assign col[6] = {{array[0][2*BW-1:1*BW]},{array[1][2*BW-1:1*BW]},{array[2][2*BW-1:1*BW]},{array[3][2*BW-1:1*BW]},{array[4][2*BW-1:1*BW]},{array[5][2*BW-1:1*BW]},{array[6][2*BW-1:1*BW]},{array[7][2*BW-1:1*BW]}} ; 
assign col[7] = 72'b0; 
always@(*) begin
    if(counter[3]==1'b1) begin
    data_out = col[index] ;
    end
    else    begin
    data_out = {BW{8'b0}}; 
    end
end
assign w_data = data_out ; 
endmodule
==> flow/run.sh <==
#!/bin/bash
# OpenROAD 26Q1-2900-gdf79404cd8, Yosys 0.63+post, stock flow scripts
make -C /OpenROAD-flow-scripts/flow DESIGN_CONFIG=/design/flow/config.mk WORK_HOME=/design/flow/orfs finish
==> flow/config.mk <==
export PLATFORM = sky130hd
export DESIGN_NAME = TPmem1
export DESIGN_NICKNAME = TPmem1
export VERILOG_FILES = /design/flow/design.v
export SDC_FILE = /design/flow/constraint.sdc
export NUM_CORES = 4
export LEC_CHECK = 1
export CORE_UTILIZATION = 50
==> flow/constraint.sdc <==
current_design TPmem1

set clk_period 16.3
set clk_io_pct 0.2

create_clock -name clk0 -period $clk_period [get_ports {i_clk}]

set non_clock_inputs [all_inputs -no_clocks]
set_input_delay [expr $clk_period * $clk_io_pct] -clock clk0 $non_clock_inputs
set_output_delay [expr $clk_period * $clk_io_pct] -clock clk0 [all_outputs]
==> out/qor.txt <==
status -> finished, final reports clean
Iteration-0 DRC Markers -> 1192
Clock Skew -> 0.0176 ns
I/O Buffers -> 137
switching part of the total -> 23.0%
Clock Power Share -> 40.4%
data arrival time of the critical path -> 6.11 ns
fmax -> 0.171 GHz
wire per inst -> 27.6 um
initial antenna violation count -> 10
adder share -> 0.313%
Logic pwr share -> 7.8%
Root Driver -> clkbuf_16
hold depth -> 2
Synth Area per Inst -> 13.9 um^2
Max-Cap Viols -> 0
grt met3 use -> 15.7%
PnR worst setup slack -> 10.45 ns
Lkg Pwr -> 0.00998 uW
Worst Min Path Start -> array[2][67]$_SDFFCE_PN0P_
Mux area share -> 2.67%
Max clock buf depth -> 3
Max VDD drop -> 0.0814 mV
crit path launch type -> input pin
placed inst area -> 0.0259 mm^2
Crit. Startpoint -> i_Reset
most frequent logic cell in the layout -> and2_1
most frequent cells in the layout -> 507 x and2_1, 504 x edfxtp_1, 137 x clkdlybuf4s50_1
M2 GR Usage -> 44.5%
post-route DRC violation count -> 0
design area -> 0.0279 mm^2
period utilisation layout -> 35.9%
vias per cell -> 5.81
cell count listed in synth_stat.txt -> 1731
H-tree depth -> 2
post-layout min period -> 5.85 ns
crit end category -> flop
Synth Warn # -> 1
Routed Antenna Nets -> 0
comb area leader -> simple AND/OR/NAND/NOR gates
Post-CTS Setup Inserts -> 0
largest net degree at the start of global routing -> 65
RSZ-0062 raised after global routing -> false
Int Power -> 2530 uW
Yosys chip area -> 0.0240 mm^2
Reg clk slew, reported paths -> 0.06 ns
CP required -> 16.56 ns
PwrDens -> 118 mW/mm^2
die height -> 221 um
hold crit path type -> reg2reg
CTS Buf Count -> 60
setup TNS -> 0 ns
Layout area overhead -> 16.2%
Final Max Tran Viols -> 0
Final Wtd Congestion -> 0.837
first-pass GRT wire length -> 99.7 mm
worst-path fanout max -> 64
1st-pass router iterations -> 7
clock latency on the worst-skew pair -> 0.63 ns
critical path start-end classification -> in2reg
ys flops -> 580
busiest grt layer -> met1
NetSw -> 755 uW
fraction of layout instances using a drive strength above 1 -> 10.9%
pre-CTS setup slack -> 9.79 ns
Unique masters post-synth -> 31
OpenROAD warning count -> 38
Post-CTS Hold Buffers -> 0
worst slew pin tran -> 0.848 ns
reg-to-reg startpoint -> counter[0]$_SDFFE_PN0P_
Slew HR -> 43.2%
via count -> 14500
total power -> 3280 uW
drt total wl -> 69.0 mm
Sink Count -> 580
dpl hpwl -> 41.3 mm
Post-synth seq share -> 69.4%
Initial Util -> 51.1%
simple-gate portion of the synthesized area -> 14.9%
TritonCTS clock tree -> done
yosys aoi share -> 10.1%
gr usage total -> 31.5%
synthesized cell area -> 0.0240 mm^2
Core Rows -> 79
core footprint -> 0.0470 mm^2
Hold Vio Cnt, Final -> 0
Post-Syn Instances -> 1731
xor/xnor share of the synthesized area -> 0.0365%
number of global-route vias before repair -> 14400
Chip Width -> 221 um
sequential share of power -> 51.7%
Worst Reg-to-Reg Cells -> 6
gr ovfl total -> 0
M1 GR Usage -> 47.0%
setup violators final -> 0
CTS resizes -> 0
io pins -> 147
chip area -> 0.0489 mm^2
## synth_stat cells
library cell	instances	share of area, %
o21ai_0	100	2.1
xnor2_1	1	0.037
inv_1	4	0.063
mux2_2	56	2.6
clkbuf_2	25	0.52
a21oi_1	128	2.7
clkbuf_1	71	1.1
ha_1	6	0.31
buf_2	22	0.46
buf_1	5	0.078
buf_4	3	0.094
nand2_1	57	0.89
a22oi_1	8	0.25
nor2_4	6	0.28
o311a_1	1	0.042
a221o_1	1	0.042
dfxtp_1	76	6.3
edfxtp_1	504	63
and2_1	510	13
nor3_4	2	0.14
a21boi_0	1	0.031
a22o_1	46	1.7
nand3_1	1	0.021
nor2_1	3	0.047
nand2b_1	2	0.052
or2_2	1	0.026
a222oi_1	71	3.0
mux2i_1	1	0.042
buf_6	5	0.23
nand3_4	2	0.15
a31oi_1	12	0.31
## critical path: stages
cell	delay, ns
clkdlybuf4s50_1	0.46
buf_4	0.31
nand3_4	0.25
nor3_4	0.17
buf_4	0.53
nand2b_4	0.53
buf_4	0.52
## power by group through the flow
stage                 sequential (uW)  combinational [uW]  clock (uW)
final                            1700                 256        1330
after global routing             1700                 276        1400
after CTS                        1700                 258        1350
## sequential cells by signal, indices dropped and copies added, names as in the netlist
| register | count |
|---|---|
| array | 504 |
| counter | 4 |
| o_data | 72 |
## stage by stage
stage / hold WS (ns) / std cells / utilization [%]
floorplan: 0.496 / 1731 / -
global placement: 0.516 / 2385 / 55.3
detailed placement: 0.522 / 2385 / 55.3
CTS: 0.528 / 2499 / 59.3
global route: 0.570 / 2501 / 59.4
finish: 0.521 / 2503 / 59.4
## final timing paths
| path | to | slack, ns |
|---|---|---|
| setup / recovery | array[0][38]$_SDFFCE_PN0P_ | 10.45 |
| hold / removal | o_data[49]$_SDFF_PN0_ | 0.52 |
| setup reg to reg | o_data[0]$_SDFF_PN0_ | 12.11 |
| hold reg to reg | o_data[49]$_SDFF_PN0_ | 0.52 |
## logic make-up after synthesis
family / after synthesis
adder cells (fa/ha/maj): 6
multiplexers: 57
AND/OR/NAND/NOR: 584
XOR/XNOR: 1
flip-flops: 580
AND-OR/OR-AND: 368
buffers and inverters: 135
## metal layers
layer	part of all wire, %	routed length (um)
met1	38	26100
met3	13	8860
met2	45	31300
met4	3.8	2640
met5	0.049	34
## area by class of cell
class,count,area (um^2)
antenna,4,10.0
clock buffer,104,1830
clock inverter,10,88.8
fill,3533,19100
inverter,4,15.0
multi-input combinational,1016,6830
sequential,580,16700
tap,607,759
timing repair buffer,178,1680
Power and IR drop assume default switching activity.
