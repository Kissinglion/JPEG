`flow/config.mk`:
```
export PLATFORM = sky130hd
export DESIGN_NAME = ZigZag_TP
export DESIGN_NICKNAME = ZigZag_TP
export VERILOG_FILES = /design/flow/design.v
export SDC_FILE = /design/flow/constraint.sdc
export NUM_CORES = 4
export LEC_CHECK = 1
export CORE_UTILIZATION = 40
```
`flow/constraint.sdc`:
```
current_design ZigZag_TP

set clk_period 11.9
set clk_io_pct 0.2

create_clock -name clk0 -period $clk_period [get_ports {i_clk}]

set non_clock_inputs [all_inputs -no_clocks]
set_input_delay [expr $clk_period * $clk_io_pct] -clock clk0 $non_clock_inputs
set_output_delay [expr $clk_period * $clk_io_pct] -clock clk0 [all_outputs]
```
`flow/design.v`:
```
module ZigZag_TP
#( parameter BW = 8 )
(  input [8*BW-1:0]  i_data,
   input	   i_enable,
   input 	   i_clk,
   input	   i_Reset,
   output reg [8*BW-1:0] o_data
);
  reg [4-1:0]  counter ;
  reg [8*BW-1:0] array [8-1:0];
  reg [8*BW-1:0] data_out;
  wire [8*BW-1:0] col [8-1:0];
  wire [3-1:0] index = counter[3-1:0] ;
  wire [8*BW-1:0] w_data;
  always@(posedge i_clk) 
  begin
      if(~i_Reset) 
      begin
        counter <= 4'b1111;
        o_data <= {BW{8'b0}}; 
      end
      else    
      begin
        o_data <= w_data ;
        if(i_enable) 
          counter <= counter + 4'b1;
        else 
        begin
        if(counter[3]==1'b1)
          counter <= counter + 4'b1;
   	    else    
     	    counter <= counter ;
   	    end
      end
  end
  always@(posedge i_clk) 
  begin
      if(~i_Reset) 
      begin
        array[7] <= {BW{8'b0}};
        array[6] <= {BW{8'b0}};
        array[5] <= {BW{8'b0}};
        array[4] <= {BW{8'b0}};
        array[3] <= {BW{8'b0}};
        array[2] <= {BW{8'b0}};
        array[1] <= {BW{8'b0}};
        array[0] <= {BW{8'b0}};
      end
      else    
      begin
        if(i_enable)
        begin
          array[index] <= i_data ;
        end
      end
  end
	assign col[0] = {{array[0][8*BW-1:7*BW]},{array[1][8*BW-1:7*BW]},{array[0][7*BW-1:6*BW]},{array[0][6*BW-1:5*BW]},{array[1][7*BW-1:6*BW]},{array[2][8*BW-1:7*BW]},{array[3][8*BW-1:7*BW]},{array[2][7*BW-1:6*BW]}} ; 
  assign col[1] = {{array[1][6*BW-1:5*BW]},{array[0][5*BW-1:4*BW]},8'b0,{array[1][5*BW-1:4*BW]},{array[2][6*BW-1:5*BW]},{array[3][7*BW-1:6*BW]},{array[4][8*BW-1:7*BW]},{array[5][8*BW-1:7*BW]}} ; 
  assign col[2] = {{array[4][7*BW-1:6*BW]},{array[3][6*BW-1:5*BW]},{array[2][5*BW-1:4*BW]},40'b0} ; 
  assign col[3] = {{array[3][5*BW-1:4*BW]},{array[4][6*BW-1:5*BW]},{array[5][7*BW-1:6*BW]},{array[6][8*BW-1:7*BW]},{array[7][8*BW-1:7*BW]},{array[6][7*BW-1:6*BW]},{array[5][6*BW-1:5*BW]},{array[4][5*BW-1:4*BW]}} ; 
  assign col[4] = 64'b0;
  assign col[5] = {{array[5][5*BW-1:4*BW]},{array[6][6*BW-1:5*BW]},{array[7][7*BW-1:6*BW]},{array[7][6*BW-1:5*BW]},{array[6][5*BW-1:4*BW]},24'b0} ; 
  assign col[6] = 64'b0; 
  assign col[7] = 64'b0;
  always@(*) 
  begin
    if(counter[3]==1'b1)
    begin
      data_out = col[index] ;
    end
    else
    begin
      data_out = {BW{8'b0}}; 
    end
  end
  assign w_data = data_out ; 
endmodule
```
`flow/run.sh`:
```
#!/bin/bash
# OpenROAD 26Q1-2900-gdf79404cd8, Yosys 0.63+post, stock flow scripts
make -C /OpenROAD-flow-scripts/flow DESIGN_CONFIG=/design/flow/config.mk WORK_HOME=/design/flow/orfs finish
```
==> metrics.csv <==
metric,value,unit
flip-flops with a built-in enable,248,
Yosys Chip Area,0.0126,mm^2
cell count in the Yosys report,954,
crit-path most repeated cell,buf_4,
top post-synthesis cells by count,"249 x and2_1, 248 x edfxtp_1, 68 x dfxtp_1",
"Hold Violations, Final",0,
worst r2r src,counter[0],
max incr delay on CP,0.59,ns
post-layout minimum cycle time,4.61,ns
global route overflow,0,
global-route usage over all layers,0.246,
core footprint,0.0307,mm^2
hpwl dp,18500,um
fin worst setup slack,7.29,ns
Starting Density,0.409,
Final Instance Area,0.0151,mm^2
vias in the first global route,7902,
synthesized instance count,954,
Routed WL per cell,24.0,um
status,finished clean,
H-tree level count,2,
worst setup path start,i_Reset,
largest net degree at the start of global routing,65,
Die Height,179,um
achievable frequency,0.217,GHz
Largest cells by area,"edfxtp_1 59%, and2_1 12%, dfxtp_1 11%",
Sink Count,316,
critical path peak fanout,21,
setup TNS,0,ns
post-DR vias/cell,5.39,
"delay-heaviest family, CP",simple AND/OR/NAND/NOR gates,
slowest CP cell,nand2b_1,
pre-CTS setup slack,6.73,ns
quantity of gates resized following cts,0,
cycle use final,0.387,
total die size,0.0322,mm^2
Layout fillers,2663,
hold slack,0.507,ns
Syn Area/Cell,13.2,um^2
clock root buffer,clkbuf_16,
# DRC,0,
Main synth FF type,edfxtp_1,
Hold Crit Start,array[6][53],
Pwr Total,2950,uW
Comb pwr share,0.187,
P_leak,0.00536,uW
sequential power share,0.456,
"Slew Viols, Final",0,
antenna cells,0,
router iterations before antenna repair,23,
Post-synth ARST share,0,
input/output buffers,98,
Crit path required time,12.07,ns
register bit total from synthesis,316,
critical path arrival,4.78,ns
Internal Power,2150,uW
Setup crit start kind,input pin,
first-pass GRT wire length,51700,um
tool warnings,59,
DRT Wirelength,35200,um
layout cells sized above 1,0.0832,
final setup fails,0,
Synth cell types,29,
Post-Syn Area,0.0126,mm^2
worst-path cell chain,clkdlybuf4s50_1 > buf_4 > nand3b_1 > nor3_2 > nand2b_1 > buf_4,
Setup Skew,0.0155,ns
I/O pins,131,
row count,64,
RD Place Congestion,0.804,
setup bufs post-CTS,0,
Top-area cell share,0.592,
clk latency of the worst-skew pair,0.52,ns
RSZ-0062 raised after global routing,false,
pwr dens,195,mW/mm^2
die width,179,um
sw frac,0.272,
WS Path Type,in -> reg,
Switching Power,802,uW
Synth warnings,1,
total clock buffers created by CTS,35,
most common cell in the netlist,and2_1,
Hold Path Class,reg -> reg,
dpl cell area,0.0140,mm^2
Critical Path Sink Type,flop,
hold_buf cts,0,
maximum vdd drop,141,uV
clock buffer depth,3,
Routed Antenna Nets,0,
Clock Power Share,0.357,
max cap viols,0,
cell taking the most area after synthesis,edfxtp_1,
Slew @ Worst Pin,0.845,ns
CTS tree,built,
DR vias,7906,
clock slew at reported path FFs,0.06,ns
area delta synth->final,20.2,%
worst rel slew slack,0.436,
initial DRC count,562,
CP bufs+invs,3,
initial antenna violation count,1,
"Seq share, synth",0.700,
worst paths after layout:
path / end / slack [ns] / cells past startpoint
setup / recovery: array[0][55] / 7.29 / 6
hold / removal: o_data[21] / 0.51 / 2
setup reg to reg: o_data[58] / 8.66 / 6
hold reg to reg: o_data[21] / 0.51 / 2
power groups by stage:
| stage | logic (uW) | registers, uW | clock network [uW] |
|---|---|---|---|
| 5_1_grt | 602 | 1360 | 1110 |
| 6_report | 551 | 1350 | 1050 |
| 4_1_cts | 555 | 1350 | 1070 |
flip-flops by register name, summed over array words and instances (netlist names):
name / cells
array: 248
o_data: 64
counter: 4
placed cells by master, fill, tap and decap left out, types with 4 or more instances in the layout:
master / count
clkdlybuf4s50_1: 98
a21o_1: 40
o21ai_4: 5
nor2_1: 6
a21oi_1: 64
clkbuf_8: 4
buf_4: 26
edfxtp_1: 248
o21ai_1: 10
o21ai_0: 55
ha_1: 4
dfxtp_1: 67
nand2b_1: 4
clkbuf_1: 16
a22oi_1: 22
and2_1: 249
clkbuf_16: 36
nand2_1: 59
a222oi_1: 29
per-stage QoR:
stage | util | instances
5_1_grt | 0.492 | 1466
2_1_floorplan | - | 954
3_5_place_dp | 0.455 | 1402
4_1_cts | 0.492 | 1466
6_report | 0.492 | 1466
3_3_place_gp | 0.455 | 1402
worst min-delay path, stage by stage, from the launching register on:
cell and delay [ns]:
edfxtp_1 0.31, nand2_1 0.05, a21oi_1 0.11
logic make-up after synthesis:
| logic type | Yosys count | share of synthesized area |
|---|---|---|
| multiplexers | 2 | 0.00179 |
| flip-flops | 316 | 0.700 |
| AND-OR/OR-AND | 226 | 0.114 |
| AND/OR/NAND/NOR | 329 | 0.151 |
| XOR/XNOR | 1 | 0.000696 |
| buffers and inverters | 75 | 0.0271 |
| adder cells (fa/ha/maj) | 5 | 0.00497 |
per-layer routing:
metal / global-route usage / wire, um / vias to the layer above
met1: 0.344 / 13300 / 3834
met2: 0.363 / 16600 / 405
met4: 0.0539 / 838 / 0
met5: 0.00617 / 0 / -
li1: - / - / 3618
met3: 0.129 / 4460 / 49
cell type report:
type | instances | area, um^2 | area share
Sequential cell | 316 | 8810 | 0.583
Inverter | 3 | 11.3 | 0.000745
Clock inverter | 8 | 109 | 0.00720
Timing Repair Buffer | 124 | 1180 | 0.0778
Multi-Input combinational cell | 563 | 3500 | 0.231
Tap cell | 396 | 495 | 0.0328
Clock buffer | 56 | 1020 | 0.0672
Power figures rest on the tool's default switching activity, not on a simulated workload.
